<file path="design/flow/config.mk">
export PLATFORM = sky130hd
export DESIGN_NAME = FIFO_ver3
export DESIGN_NICKNAME = FIFO_ver3
export VERILOG_FILES = /design/flow/design.v
export SDC_FILE = /design/flow/constraint.sdc
export NUM_CORES = 4
export LEC_CHECK = 1
export CORE_AREA = 10 10 96 96
export DIE_AREA = 0 0 106 106
</file>
<file path="design/flow/constraint.sdc">
current_design FIFO_ver3

set clk_period 1.8
set clk_io_pct 0.2

create_clock -name clk0 -period $clk_period [get_ports {clk}]

set non_clock_inputs [all_inputs -no_clocks]
set_input_delay [expr $clk_period * $clk_io_pct] -clock clk0 $non_clock_inputs
set_output_delay [expr $clk_period * $clk_io_pct] -clock clk0 [all_outputs]
</file>
<file path="design/flow/design.v">
module  FIFO_ver3
#(
    parameter DATA_WIDTH = 8,    
    parameter DEPTH = 4096       
    )
(
    input           clk,
    input           rst,
    input [DATA_WIDTH-1:0]     data_i,
    input           n_we_i,
    input           n_re_i,
    input           n_clr_i,
    output [DATA_WIDTH-1:0]    data_o,
    output [15:0]   bytes_in_fifo_o,
    output          p_over_o,
    output          p_full_o,
    output          p_nearfull_o,        
    output          p_empty_o         
    );
        function integer WidthCal(input integer InputDepth);
        begin
            if (InputDepth == 0) 
                WidthCal = 1;
            else if (InputDepth != 0)
                for(WidthCal=0;InputDepth>0;WidthCal=WidthCal+1)
                    InputDepth = InputDepth >> 1;
        end
        endfunction
        parameter   WIDTH               = WidthCal(DEPTH) - 1;   
        parameter   NEAR_FULL_LEVEL     = (DEPTH>>2) * 3;
        parameter   MAX_INDEX           = DEPTH - 1;     
            reg [DATA_WIDTH-1:0]   memory [WIDTH-1:0];      
            reg [WIDTH-1:0]     pointer_wr_r1 ;            
            reg [WIDTH-1:0]     pointer_rd_r1 ;            
            reg [WIDTH-1:0]     pointer_wr_r2 ;            
            reg [WIDTH-1:0]     pointer_rd_r2 ;            
            reg [WIDTH-1:0]     pointer_wr_r3 ;            
            reg [WIDTH-1:0]     pointer_rd_r3 ;            
            reg [2:0]           p_empty_r ;
            reg [2:0]           p_full_r ;
            reg [2:0]           p_nearfull_r ;
            reg [2:0]           p_over_r ;
            reg [DATA_WIDTH-1:0]           output_data_r;
            reg [WIDTH-1:0]     bytes_in_fifo_r;         
        wire [WIDTH-1:0] pointer_wr_w;
        wire [WIDTH-1:0] pointer_rd_w;
        wire        p_full_w;
        wire        p_empty_w;
        wire        p_nearfull_w;
        wire        p_over_w;
        wire        p_full_condition_w;
        wire        p_empty_condition_w;
        wire        p_nearfull_condition_w;
        assign pointer_wr_w             = (pointer_wr_r1 && pointer_wr_r2)||(pointer_wr_r2 && pointer_wr_r3)||(pointer_wr_r3 && pointer_wr_r1);
        assign pointer_rd_w             = (pointer_rd_r1 && pointer_rd_r2)||(pointer_rd_r2 && pointer_rd_r3)||(pointer_rd_r3 && pointer_rd_r1);
        assign p_empty_condition_w      = (pointer_wr_w == pointer_rd_w);
        assign p_full_condition_w       = ((pointer_wr_w + 1'b1) == pointer_rd_w);
        assign p_nearfull_condition_w   = (bytes_in_fifo_r >= NEAR_FULL_LEVEL);
        assign p_empty_w                = (p_empty_r[0]&&p_empty_r[1])||(p_empty_r[1]&&p_empty_r[2])||(p_empty_r[2]&&p_empty_r[0]);
        assign p_full_w                 = (p_full_r[0] &&p_full_r[1]) ||(p_full_r[1]&& p_full_r[2]) ||(p_full_r[2]&& p_full_r[0]);
        assign p_nearfull_w             = (p_nearfull_r[0]&&p_nearfull_r[1])||(p_nearfull_r[1]&&p_nearfull_r[2])||(p_nearfull_r[2]&&p_nearfull_r[0]);
        assign p_over_w                 = (p_over_r[0]&&p_over_r[1])||(p_over_r[1]&&p_over_r[2])||(p_over_r[2]&&p_over_r[0]);
        assign p_empty_o                = p_empty_w;
        assign p_full_o                 = p_full_w;
        assign p_nearfull_o             = p_nearfull_w;
        assign p_over_o                 = p_over_w;
        assign data_o                   = output_data_r;
        assign bytes_in_fifo_o          = bytes_in_fifo_r;
        always @(posedge clk or negedge rst) begin
            if (!rst) begin
                pointer_wr_r1 <= 0;
                pointer_wr_r2 <= 0;
                pointer_wr_r3 <= 0;              
            end
            else if (!n_clr_i) begin
                pointer_wr_r1 <= 0;
                pointer_wr_r2 <= 0;
                pointer_wr_r3 <= 0;
            end
            else if (n_we_i == 1'b0) begin
                pointer_wr_r1 <= pointer_wr_w + 1'b1;
                pointer_wr_r2 <= pointer_wr_w + 1'b1;
                pointer_wr_r3 <= pointer_wr_w + 1'b1;
            end
            else begin
                pointer_wr_r1 <= pointer_wr_w;
                pointer_wr_r2 <= pointer_wr_w;
                pointer_wr_r3 <= pointer_wr_w;
            end
        end
        always @(posedge clk or negedge rst) begin
            if (!rst) begin
                pointer_rd_r1 <= 0;
                pointer_rd_r2 <= 0;
                pointer_rd_r3 <= 0;                
            end
            else if(!n_clr_i) begin
                pointer_rd_r1 <= 0;
                pointer_rd_r2 <= 0;
                pointer_rd_r3 <= 0;   
            end
            else if ((n_re_i == 1'b0) && (p_empty_w == 1'b0) || (n_we_i == 1'b0) && (p_full_w == 1'b1)) begin
                pointer_rd_r1 <= pointer_rd_w + 1'b1;
                pointer_rd_r2 <= pointer_rd_w + 1'b1;
                pointer_rd_r3 <= pointer_rd_w + 1'b1;
            end
            else begin
                pointer_rd_r1 <= pointer_rd_w;
                pointer_rd_r2 <= pointer_rd_w;
                pointer_rd_r3 <= pointer_rd_w;
            end
        end
        always @(posedge clk or negedge rst) begin  
            if (!rst) begin
                p_empty_r   <= 3'b111;
                p_full_r    <= 3'b000;   
                p_nearfull_r<= 3'b000;  
            end
            else if (!n_clr_i) begin
                p_empty_r   <= 3'b111;
                p_full_r    <= 3'b000;   
                p_nearfull_r<= 3'b000;
            end
            else begin
                p_empty_r   <= {p_empty_condition_w,p_empty_condition_w,p_empty_condition_w};
                p_full_r    <= {p_full_condition_w,p_full_condition_w,p_full_condition_w};
                p_nearfull_r<= {p_nearfull_condition_w,p_nearfull_condition_w,p_nearfull_condition_w};
            end
        end
        always @(posedge clk or negedge rst) begin
            if (!rst) begin
                p_over_r <= 3'b000;
            end
            else if (!n_clr_i) begin
                p_over_r <= 3'b000;
            end
            else if ((p_full_w == 1'b1)&&(n_we_i == 1'b0)&&(n_re_i == 1'b1)) begin
                p_over_r <= 3'b111;
            end
            else if (p_full_w == 1'b0) begin
                p_over_r <= 3'b000;
            end
            else begin
                p_over_r <= {p_over_w,p_over_w,p_over_w};
            end
        end
        always @(posedge clk or negedge rst) begin
            if (!rst) begin
                bytes_in_fifo_r <= 0;              
            end
            else if (!n_clr_i) begin
                bytes_in_fifo_r <= 0;
            end
            else if (p_full_w == 1'b1) begin
                bytes_in_fifo_r <= MAX_INDEX;
            end
            else if (p_empty_w == 1'b1) begin
                bytes_in_fifo_r <= 0;
            end
            else if (pointer_wr_w < pointer_rd_w) begin
                bytes_in_fifo_r <= pointer_wr_w + ~pointer_rd_w;           
            end
            else begin
                bytes_in_fifo_r <= pointer_wr_w - pointer_rd_w;
            end
        end
        always @(posedge clk or negedge rst) begin
            if (!rst) begin
            end
            else if (n_we_i == 1'b0) begin         
                memory[pointer_wr_w] <= data_i;
            end
        end
        always @(posedge clk or negedge rst) begin
            if (!rst ) begin
                output_data_r <= 0;                
            end
            else if (!n_clr_i) begin
                output_data_r <= 0;
            end
            else if ((n_re_i == 1'b0) && (p_empty_w == 1'b0)) begin
                output_data_r <= memory[pointer_rd_w];
            end
            else begin
                output_data_r <= output_data_r;
            end
        end
endmodule
</file>
<file path="design/flow/run.sh">
#!/bin/bash
# OpenROAD 26Q1-2900-gdf79404cd8, Yosys 0.63+post, stock flow scripts
make -C /OpenROAD-flow-scripts/flow DESIGN_CONFIG=/design/flow/config.mk WORK_HOME=/design/flow/orfs finish
</file>
==> results.sh <==
# physical design summary
export IMPL_reg_power_share_pct=53.3
export IMPL_count_of_inserted_antenna_diode_cells=0
export IMPL_post_route_cells_drive_above_1_share_pct=14.0
export IMPL_critPathCaptureType="output port"
export IMPL_fin_skew_ns=0.00617
export IMPL_critical_path_reg2reg_endpoint="p_empty_r[0]$_DFF_PN1_"
export IMPL_synth_top_area_share_pct=35.1
export IMPL_yosys_top_cells_count="17 x sky130_fd_sc_hd__dfrtp_1, 16 x sky130_fd_sc_hd__edfxtp_1, 15 x sky130_fd_sc_hd__buf_4, 8 x sky130_fd_sc_hd__mux2i_1, 8 x sky130_fd_sc_hd__o2bb2ai_1"
export IMPL_ctsLongestPathBuffers=2
export IMPL_ff_latch_area_um2=933
export IMPL_clk_lat_worst_skew_ns=0.28
export IMPL_maximum_ir_drop_on_the_vdd_rail_v=0.000386
export IMPL_timing_critical_path_max_delay_family="flip-flops"
export IMPL_critPathBufInv=1
export IMPL_number_of_cells_in_yosys_stat=98
export IMPL_clk_transition_reported_paths_ns=0.07
export IMPL_netlist_top_cell_by_instances="sky130_fd_sc_hd__dfrtp_1"
export IMPL_largest_fanout_on_the_critical_path=4
export IMPL_rows=31
export IMPL_cp_start_kind="flip-flop"
export IMPL_finalSetupViolCount=0
export IMPL_grt_remaining_overflow=0
export IMPL_synth_cell_types=21
export IMPL_dr_first_iter_drc_count=51
export IMPL_logic_area_um2=319
export IMPL_dieHeight_um=106
export IMPL_clock_fmax_mhz=595
export IMPL_arrival_time_of_the_worst_setup_path_ns=1.32
export IMPL_filler_cell_count=756
export IMPL_area_delta_synth_final_pct=38.3
export IMPL_max_cap_violations=0
export IMPL_final_critical_path_setup_slack_ns=0.120
export IMPL_timing_hold_worst_class="input port to async pin"
export IMPL_timing_final_crit_share_pct=93.3
export IMPL_internal_dissipation_mw=1.29
export IMPL_placement_io_buffers=36
export IMPL_number_of_global_route_vias_before_repair=934
export IMPL_syn_area_mm2=0.00137
export IMPL_yosys_top_cells_area="sky130_fd_sc_hd__edfxtp_1 35%, sky130_fd_sc_hd__dfrtp_1 31%, sky130_fd_sc_hd__buf_4 8.2%, sky130_fd_sc_hd__mux2i_1 5.9%, sky130_fd_sc_hd__o2bb2ai_1 5.1%"
export IMPL_drc=0
export IMPL_floorplan_io_pins=41
export IMPL_final_weighted_congestion_in_routability_driven_placement=0.780
export IMPL_worstSetupPathDepth=1
export IMPL_place_detailed_hpwl_um=2120
export IMPL_grtUsageTotal_pct=5.01
export IMPL_postPlaceCellArea_mm2=0.00180
export IMPL_post_synth_inst_count=98
export IMPL_critical_path_slowest_cell="sky130_fd_sc_hd__dfstp_2"
export IMPL_cts_buffers=5
export IMPL_timing_final_crit_period_ns=1.68
export IMPL_grt_util_met3_pct=3.06
export IMPL_seq_area_frac_synth_pct=68.2
export IMPL_stage_log_warnings=25
export IMPL_core_mm2=0.00721
export IMPL_numSynthFlops=34
export IMPL_power_share_combinational_pct=12.6
export IMPL_fin_worst_hold_slack_ns=0.439
export IMPL_final_hold_violation_count=0
export IMPL_ctsHtreeMaxLevel=2
export IMPL_power_per_cell_area_mw_per_mm2=879
export IMPL_met2_track_utilization_from_global_routing_pct=8.97
export IMPL_ff_type="sky130_fd_sc_hd__dfrtp_1"
export IMPL_clockRootBuffer="sky130_fd_sc_hd__clkbuf_8"
export IMPL_yosys_area_mm2=0.00137
export IMPL_vias=823
export IMPL_detail_route_wirelength_um=2740
export IMPL_grt_busiest_layer="met2"
export IMPL_synth_warnings=2
export IMPL_place_worst_setup_slack_ns=0.217
export IMPL_chip_area_mm2=0.0112
export IMPL_clock_tree_from_tritoncts="built"
export IMPL_crit_path_cell_trace="clkdlybuf4s50_1"
export IMPL_fin_area_mm2=0.00189
export IMPL_power_static_leakage_nw=0.775
export IMPL_setup_tns_ns=0
export IMPL_route_detailed_vias_per_inst=3.50
export IMPL_net_switching_power_mw=0.371
export IMPL_grt_antenna_before_repair=0
export IMPL_sw_frac_of_total_pct=22.3
export IMPL_r2r_worst_path_cells=3
export IMPL_r2r_start="pointer_wr_r1[1]$_DFF_PN0_"
export IMPL_synth_async_reset_ratio_pct=52.9
export IMPL_outcome="finished, final reports clean"
export IMPL_post_synth_tally_of_flip_flops_with_integrated_enable=16
export IMPL_timing_max_transition_violations_final=0
export IMPL_regToRegSetupSlack_ns=0.55
export IMPL_detail_route_antenna_nets=0
export IMPL_fp_utilization_pct=19.0
export IMPL_netlist_top_cell_by_area="sky130_fd_sc_hd__edfxtp_1"
export IMPL_syn_mean_instance_area_um2=14.0
export IMPL_cts_sinks=34
export IMPL_drtPass1Iterations=4
export IMPL_maximum_number_of_pins_on_one_net_before_global_route_repair=19
export IMPL_grt_pass1_wl_um=4460
export IMPL_critPathRequiredTime_ns=1.44
export IMPL_clockPowerShare_pct=34.1
export IMPL_setup_repair_after_global_routing_missed_its_margin="false"
export IMPL_wl_per_cell_um=11.6
export IMPL_path_class="flip-flop to output port"
export IMPL_grtUsageMet1_pct=4.85
export IMPL_timing_critical_path_slowest_cell_delay_ns=0.57
export IMPL_chipWidth_um=106
-- power groups by stage --
stage                 combinational, mW  sequential, mW  clock [mW]
final                             0.209           0.886       0.568
after global routing              0.234           0.892       0.622
after CTS                         0.216           0.886       0.583
-- per-layer routing --
metal	vias to the layer above	wire length, µm
li1	396	-
met1	387	953
met2	34	1420
met3	6	311
met4	0	54
met5	-	0
-- worst max path at each step --
stage / startpoint / end / slack (ns)
after CTS: bytes_in_fifo_r[5]$_DFF_PN0_ / bytes_in_fifo_o[7] / 0.04
after global routing: p_empty_r[0]$_DFF_PN1_ / p_empty_o / 0.08
final: p_empty_r[0]$_DFF_PN1_ / p_empty_o / 0.12
-- what timing repair did --
action                                  CTS  global route
resized                                   0             1
buffers inserted                          0             0
endpoints found under the setup margin    0            11
hold buffers                              0             0
hold endpoints to repair                  0             0
-- area by class of cell --
class / instances / share of cell area (%)
tap: 99 / 6.55
multi-input combinational: 48 / 16.9
sequential: 34 / 49.3
inverter: 4 / 0.794
clock inverter: 2 / 0.661
timing repair buffer: 42 / 21.4
clock buffer: 6 / 4.37
-- layout by cell type (no fill, tap or decap) --
cell                              Yosys  routed
sky130_fd_sc_hd__a21oi_1              3       3
sky130_fd_sc_hd__and2_1               2       2
sky130_fd_sc_hd__buf_4               15       6
sky130_fd_sc_hd__clkbuf_8             0       6
sky130_fd_sc_hd__clkdlybuf4s50_1      0      36
sky130_fd_sc_hd__clkinv_2             0       1
sky130_fd_sc_hd__clkinvlp_4           0       1
sky130_fd_sc_hd__conb_1               1       4
sky130_fd_sc_hd__dfrtp_1             17      16
sky130_fd_sc_hd__dfrtp_2              0       1
sky130_fd_sc_hd__dfstp_2              1       1
sky130_fd_sc_hd__edfxtp_1            16      16
sky130_fd_sc_hd__ha_1                 1       1
sky130_fd_sc_hd__inv_1                4       4
sky130_fd_sc_hd__mux2i_1              8       8
sky130_fd_sc_hd__nand2_1              3       3
sky130_fd_sc_hd__nor2_1               7       7
sky130_fd_sc_hd__nor2_2               2       2
sky130_fd_sc_hd__nor2b_2              1       1
sky130_fd_sc_hd__nor3_1               4       4
sky130_fd_sc_hd__o21a_1               1       1
sky130_fd_sc_hd__o21ai_0              1       1
sky130_fd_sc_hd__o2bb2ai_1            8       8
sky130_fd_sc_hd__or2b_1               1       1
sky130_fd_sc_hd__or3_1                1       1
sky130_fd_sc_hd__xnor2_1              1       1
-- sequential cells by signal, indices dropped and copies added, names as in the netlist, 2 cells and up --
register,count
output_data_r,8
pointer_wr_r1,2
pointer_rd_r2,2
bytes_in_fifo_r,2
memory,16
-- metrics by stage --
step | utilization (%) | total power [mW] | instances
6_report | 26.2 | 1.66 | 235
5_1_grt | 26.2 | 1.75 | 235
4_1_cts | 26.2 | 1.69 | 235
3_5_place_dp | 24.9 | 1.12 | 227
3_3_place_gp | 24.9 | 1.11 | 227
2_1_floorplan | - | 1.00 | 101
-- logic make-up (layout without fill, tap and decap cells) --
logic type                 after synthesis  in the layout  synth area share [%]
buffers and inverters                   19             54                  9.33
AOI/OAI and AO/OA                       13             13                  7.14
and+or+nand+nor                         21             21                  7.69
other                                    1              4                 0.274
DFF                                     34             34                  68.2
muxes                                    8              8                  5.86
xor gates and xnor gates                 1              1                 0.641
adders and majority gates                1              1                 0.915
No activity file was given, so power comes from the tool's default toggle rates.
